===== flow/run.sh =====
#!/bin/bash
# OpenROAD 26Q1-2900-gdf79404cd8, Yosys 0.63+post, stock flow scripts
make -C /OpenROAD-flow-scripts/flow DESIGN_CONFIG=/design/flow/config.mk WORK_HOME=/design/flow/orfs finish

===== flow/config.mk =====
export PLATFORM = sky130hd
export DESIGN_NAME = DIV_top
export DESIGN_NICKNAME = DIV_top
export VERILOG_FILES = /design/flow/design.v
export SDC_FILE = /design/flow/constraint.sdc
export NUM_CORES = 4
export LEC_CHECK = 1
export CORE_UTILIZATION = 50
export SYNTH_HDL_FRONTEND = slang

===== flow/constraint.sdc =====
current_design DIV_top

set clk_period 16.3
set clk_io_pct 0.2

create_clock -name clk0 -period $clk_period [get_ports {clk}]

set non_clock_inputs [all_inputs -no_clocks]
set_input_delay [expr $clk_period * $clk_io_pct] -clock clk0 $non_clock_inputs
set_output_delay [expr $clk_period * $clk_io_pct] -clock clk0 [all_outputs]

===== flow/design.v =====
module DIV_top(
    input clk,
    input reset,
    input [67-1:0] es_to_div_bus1,
    input [67-1:0] es_to_div_bus2,
    output [33-1:0] div_to_es_bus,
    input flush
);
    wire use_div1;
    wire use_mod1;
    wire is_unsigned1;
    wire [31:0] x1;
    wire [31:0] y1;
    wire use_div2;
    wire use_mod2;
    wire is_unsigned2;
    wire [31:0] x2;
    wire [31:0] y2;
    reg use_div;
    reg use_mod;
    reg is_unsigned;
    reg [31:0] x;
    reg [31:0] y;
    wire [31:0] div_result;
    wire div_ok;
    assign {use_div1, use_mod1, is_unsigned1, x1, y1} = es_to_div_bus1;
    assign {use_div2, use_mod2, is_unsigned2, x2, y2} = es_to_div_bus2;
    always @(*) begin
        if(use_div1) begin
            use_div = use_div1;
            use_mod = use_mod1;
            is_unsigned = is_unsigned1;
            x = x1;
            y = y1;
        end
        else if(use_div2) begin
            use_div = use_div2;
            use_mod = use_mod2;
            is_unsigned = is_unsigned2;
            x = x2;
            y = y2;
        end 
        else begin
           {use_div, use_mod, is_unsigned, x, y} = 0;
        end 
    end
    assign div_to_es_bus = {div_result,div_ok};
    div u_div(
        .div_clk(clk),
        .reset(reset),
        .div(use_div & ~flush),
        .div_signed(!is_unsigned),
        .x(x),
        .y(y),
        .use_mod(use_mod),
        .div_result(div_result),
        .div_ok(div_ok)
    );
endmodule
module div (
    input div_clk, reset,
    input div,
    input div_signed,
    input [31:0] x, y,
    input use_mod,
    output [31:0] div_result,
    output div_ok
);
    wire [31:0] s;
    wire [31:0] r;
    wire complete;
    wire div0_err;
    assign div_result = use_mod ? r : s;
    assign div_ok = complete || !div;
    srt_divider my_srt(
        .srt_clk(div_clk),
        .reset(reset),
        .div(div),
        .div_signed(div_signed),
        .dividend(x), .divisor(y), .Q(s), .rem(r),
        .complete(complete),
        .div_zero_err(div0_err)
    );
endmodule
module srt_divider (
    input srt_clk,
    input div,
    input reset,
    input div_signed,
    input [31:0] dividend,
    input [31:0] divisor,
    output reg complete,
    output reg div_zero_err,
    output reg [31:0] Q,
    output reg [31:0] rem
);
    reg [1:0] status;
    localparam WAITING   = 2'b00;
    localparam NORMALIZE = 2'b01;
    localparam DIVIDING  = 2'b10;
    localparam FINISHED  = 2'b11;
    reg [32:0] S;  
    reg [32:0] D, mD;
    wire [32:0] SpD  = S + D;
    wire [32:0] SpmD = S + mD;
    reg [5:0] counter, rounds, shifter;
    wire Q_is_neg, S_is_neg, D_is_neg, R_is_neg;
    assign Q_is_neg = div_signed & (dividend[31] ^ divisor[31]);
    assign S_is_neg = div_signed & dividend[31];
    assign D_is_neg = div_signed & divisor[31];
    assign R_is_neg = S_is_neg;
    reg q_sign, rem_sign;
    wire [5:0] s_zero, s_one, d_zero;
    wire [5:0] delta_zero = d_zero - s_zero;
    leading0_detector div_s0(
        .data(S[31:0]),
        .zero_count(s_zero)
    );
    leading0_detector norm_d(
        .data({D[31] | D[32], D[30:0]}),
        .zero_count(d_zero)
    );
    wire [31:0] ulp = {31'd0, S[32]};
    reg [31:0] posQ, negQ;  
    always @(posedge srt_clk) begin
        if(reset | complete) begin
            complete <= 1'b0;
            status <= WAITING;
            S  <= 33'd0;
            D  <= 33'd0;
            mD <= 33'd0;
            q_sign  <= 1'b0;
            rem_sign<= 1'b0;
            counter <= 6'd0;
            rounds  <= 6'd0;
            div_zero_err <= 1'b0;
            posQ <= 32'd0;
            negQ <= 32'd0;
        end else if(div) begin
            case(status)
                WAITING: begin 
                    status <= NORMALIZE;
                    S <= S_is_neg ? {1'b0, -dividend} : {1'b0, dividend};
                    D <= D_is_neg ? {1'b0, -divisor } : {1'b0,  divisor};
                    q_sign   <= Q_is_neg;
                    rem_sign <= R_is_neg;
                    complete <= 1'b0;
                    posQ <= 32'd0;
                    negQ <= 32'd0;
                    counter <= 6'd0;
                    rounds  <= 6'd0;
                    div_zero_err <= 1'b0;
                end
                NORMALIZE: begin
                    if(d_zero == 6'd32) begin: divide_zero_error
                        div_zero_err <= 1'b1;
                        complete <= 1'b1;
                        status <= WAITING;
                    end else if (delta_zero[5]) begin
                        complete <= 1'b1;
                        status <= WAITING;
                        rem <= dividend;
                        Q <= 32'd0;
                    end begin
                        S  <=  S   << s_zero;
                        D  <=  D   << d_zero;
                        mD <= (-D) << d_zero;
                        posQ    <= 32'd0;
                        negQ    <= 32'd0;
                        shifter <= s_zero;
                        counter <= 6'd0;
                        rounds  <= delta_zero;
                        status  <= DIVIDING;
                    end
                end
                DIVIDING: begin
                    if(counter == rounds) begin
                        case(S[32:31])
                            2'b11: begin
                                posQ <= {posQ[30:0], 1'b0};
                                negQ <= {negQ[30:0], 1'b0};
                            end
                            2'b00: begin
                                posQ <= {posQ[30:0], 1'b0};
                                negQ <= {negQ[30:0], 1'b0};
                            end
                            2'b01: begin: q_1_last
                                S    <= SpmD;
                                posQ <= {posQ[30:0], 1'b1};
                                negQ <= {negQ[30:0], 1'b0};
                            end
                            2'b10: begin: q_m1_last
                                S    <= SpD;
                                posQ <= {posQ[30:0], 1'b0};
                                negQ <= {negQ[30:0], 1'b1};
                            end
                        endcase
                        status <= FINISHED;
                    end else begin
                        counter <= counter + 6'd1;
                        case(S[32:31])
                            2'b11: begin
                                S    <= {S[31:0],    1'b0};
                                posQ <= {posQ[30:0], 1'b0};
                                negQ <= {negQ[30:0], 1'b0};
                            end
                            2'b00: begin
                                S    <= {S[31:0],    1'b0};
                                posQ <= {posQ[30:0], 1'b0};
                                negQ <= {negQ[30:0], 1'b0};
                            end
                            2'b01: begin: q_1
                                S    <= {SpmD[31:0], 1'b0};
                                posQ <= {posQ[30:0], 1'b1};
                                negQ <= {negQ[30:0], 1'b0};
                            end
                            2'b10: begin: q_m1
                                S    <= {SpD[31:0] , 1'b0};
                                posQ <= {posQ[30:0], 1'b0};
                                negQ <= {negQ[30
                                :0], 1'b1};
                            end
                        endcase
                    end
                end
                FINISHED: begin
                    complete <= 1'b1;
                    rem <= rem_sign ? -((S[32] ? (S+D) : S) >> (rounds + shifter)) : ((S[32] ? (S+D) : S) >> (rounds + shifter));
                    Q <= q_sign ? (negQ - posQ + ulp) : (posQ - negQ - ulp);
                    S <= {1'b0, dividend};
                    D <= {1'b0, divisor };
                    mD <= 33'd0;
                    status <= WAITING;
                end
            endcase
        end
    end
endmodule
module convert_q (  
    input clk, reset, en, div,
    input cur_p, neg,
    output reg [31:0] A, B
);
    reg [2:0] first;
    initial begin
        first = 1'b0;
        A = 32'd0;
        B = 32'd0;
    end
    always @(posedge clk) begin
        if(reset) begin
            first <= 1'b0;
            A <= 32'd0;
            B <= 32'd0;
        end else if(en) begin
            if(first < 3'd2) begin
                first <= first + 3'd1;
                if(cur_p == 1'b1) begin
                    A <= {30'd0, 2'b01};
                    B <= {30'd0, 2'b00};
                end
                else begin
                    A <= {30'd0, 2'b11};
                    B <= {30'd0, 2'b10};
                end
            end else begin
                if(cur_p == 1'b1 && neg == 1'b0) begin
                    A <= (A << 1) + 32'd1;
                    B <= A << 1;
                end else if(cur_p == 1'b0) begin
                    A <= A << 1;
                    B <= (B << 1) + 32'd1;
                end else if(cur_p == 1'b1 && neg == 1'b1) begin
                    A <= (B << 1) + 32'd1;
                    B <= (B << 1);
                end
            end
        end
    end
endmodule
module csa_adder_div #(parameter WIDTH = 32)  (
    input  wire [WIDTH-1:0] a,
    input  wire [WIDTH-1:0] b,
    input  wire [WIDTH-1:0] c,
    output wire [WIDTH-1:0] sum,
    output wire [WIDTH-1:0] carry           
);
    genvar i;
    generate
        for (i = 0; i < WIDTH; i = i + 1) begin : csa
            assign sum[i] = a[i] ^ b[i] ^ c[i];
            assign carry[i] = (a[i] & b[i]) || (a[i] & c[i]) || (b[i] & c[i]);
        end
    endgenerate
endmodule
module leading0_detector(
    input [31:0] data,
    output reg [5:0] zero_count
);
    wire [31:0] x;
    assign x = data;
    always @* begin
    case(x[31:16])
        16'd0: begin  
            case(x[15:8]) 
                8'd0: begin  
                    case(x[7:4])
                        4'd0: begin  
                            case(x[3:2])
                            2'b00: begin  
                                if(x[1] == 1'b1) zero_count = 6'd30;
                                else if(x[0] == 1'b1) zero_count = 6'd31;
                                else zero_count = 6'd32;
                            end
                            default: begin  
                                if(x[3] == 1'b1) zero_count = 6'd28;
                                else zero_count = 6'd29;
                            end
                            endcase
                        end
                        default: begin  
                            case(x[7:6])
                            2'b00: begin  
                                if(x[5] == 1'b1) zero_count = 6'd26;
                                else zero_count = 6'd27;
                            end
                            default:begin  
                                if(x[7] == 1'b1) zero_count = 6'd24;
                                else zero_count = 6'd25;
                            end
                            endcase
                        end
                    endcase
                end
                default: begin  
                    case(x[15:12])
                        4'd0: begin  
                            case(x[11:10])
                            2'b00: begin  
                                if(x[9] == 1'b1) zero_count = 6'd22;
                                else zero_count = 6'd23;
                            end
                            default:begin  
                                if(x[11] == 1'b1) zero_count = 6'd20;
                                else zero_count = 6'd21;
                            end
                            endcase
                        end
                        default: begin 
                            case(x[15:14])
                            2'b00: begin  
                                if(x[13] == 1'b1) zero_count = 6'd18;
                                else zero_count = 6'd19;
                            end
                            default:begin  
                                if(x[15] == 1'b1) zero_count = 6'd16;
                                else zero_count = 6'd17;
                            end
                            endcase
                        end
                    endcase
                end
            endcase
        end
        default: begin  
            case(x[31:24])
                8'd0: begin  
                    case(x[23:20])
                        4'd0: begin  
                            case(x[19:18])
                            2'b00: begin  
                                if(x[17] == 1'b1) zero_count = 6'd14;
                                else zero_count = 6'd15;
                            end
                            default: begin  
                                if(x[19] == 1'b1) zero_count = 6'd12;
                                else zero_count = 6'd13;
                            end
                            endcase
                        end
                        default: begin 
                            case(x[23:22])
                            2'b00: begin  
                                if(x[21] == 1'b1) zero_count = 6'd10;
                                else zero_count = 6'd11;
                            end
                            default:begin  
                                if(x[23] == 1'b1) zero_count = 6'd8;
                                else zero_count = 6'd9;
                            end
                            endcase
                        end
                    endcase
                end
                default: begin  
                    case(x[31:28])
                        4'd0: begin 
                            case(x[27:26])
                            2'b00: begin  
                                if(x[25] == 1'b1) zero_count = 6'd6;
                                else zero_count = 6'd7;
                            end
                            default:begin  
                                if(x[27] == 1'b1) zero_count = 6'd4;
                                else zero_count = 6'd5;
                            end
                            endcase
                        end
                        default: begin 
                            case(x[31:30])
                            2'b00: begin  
                                if(x[29] == 1'b1) zero_count = 6'd2;
                                else zero_count = 6'd3;
                            end
                            default:begin  
                                if(x[31] == 1'b1) zero_count = 6'd0;
                                else zero_count = 6'd1;
                            end
                            endcase
                        end
                    endcase
                end
            endcase
        end
    endcase
    end
endmodule

==> results_slide.txt <==
Run Summary

Run status
  • Result of the run: completed

Timing
  • Pins over their slew limit: 0
  • Fmax: 111 MHz
  • Final worst path period share: 0.553
  • Tmin final: 9.01 ns
  • Unrepaired setup endpoints after global routing: false
  • Final setup violation count: 0
  • Final Hold Viols: 0
  • Worst slew pin tran: 1.13 ns
  • Worst clock skew: 0.0221 ns
  • Final critical-path setup slack: 7.29 ns
  • Max-slew headroom at the worst pin: 0.240
  • Setup TNS: 0 ns

Place
  • Number of cells after detailed placement: 5161
  • IO buf count: 169
  • Final RePlAce weighted congestion: 1.08
  • Worst setup slack before clock tree synthesis: 7.28 ns
  • Post-detail-place hpwl: 112 mm

Clock tree
  • Worst-Skew Late Latency: 0.62 ns
  • Number of hold buffers added after cts: 0
  • Maximum buffer depth of the clock tree: 3
  • CTS resizes: 0
  • Clock-pin slew on the worst setup and hold paths: 0.05 ns
  • Clock net sink count: 252
  • Number of setup buffers added after CTS: 0
  • H-tree level count: 1
  • Total clock buffers created by CTS: 31
  • TritonCTS clock tree: done
  • Root Buffer Master: sky130_fd_sc_hd__clkbuf_16

Setup path
  • Worst Path Class, Setup: in2out
  • Startpoint Class: primary input
  • Data arrival time of the critical path: 5.75 ns
  • Worst path cell trace: clkdlybuf4s50_1 > buf_4 > nor2b_4 > a22oi_2 > buf_4 > mux2_2 > clkdlybuf4s50_1
  • Capturing element type of the critical path: primary output
  • Largest stage delay on the critical path: 0.46 ns
  • Max stage delay cell, worst path: sky130_fd_sc_hd__a22oi_2
  • Req. time, crit path: 13.04 ns
  • Largest driver fanout on the critical path: 28

Synth
  • Number of enable-type register cells in the synthesized netlist: 70
  • Sequential area share after synthesis: 0.181
  • Top FF cell, synth: sky130_fd_sc_hd__dfxtp_1
  • Distinct cell type count of the synthesized netlist: 107
  • Yosys cell count: 4341
  • Fraction of synthesis flops using an asynchronous set or reset pin: 0
  • Total of warnings raised by yosys: 0
  • Biggest area cells: sky130_fd_sc_hd__dfxtp_1 12%, sky130_fd_sc_hd__ha_1 7.0%, sky130_fd_sc_hd__edfxtp_1 6.6%
  • Largest area contributor in the synthesized netlist: sky130_fd_sc_hd__dfxtp_1
  • Average footprint of a synthesized cell: 7.29 sq um
  • Flop and latch count out of synthesis: 252
  • List of most frequent post-synthesis cells: 463 x sky130_fd_sc_hd__nor2_1, 402 x sky130_fd_sc_hd__nand2_1, 342 x sky130_fd_sc_hd__a21oi_1
  • Number of standard cells after synthesis: 4341
  • Post-synthesis chip area from yosys: 31700 sq um
  • Top-area cell share: 0.115
  • Synthesized area: 31700 sq um
  • Library cell with the highest instance count after synthesis: sky130_fd_sc_hd__nor2_1

Floorplan
  • Fp util: 0.509
  • Die Span Y: 254 um
  • Top-level port count: 170
  • Standard-cell rows: 91
  • Area of the die: 64300 sq um
  • Core Region: 62200 sq um
  • Die boundary width: 254 um

Detailed routing
  • Final wirelength: 143 mm
  • Wirelength per Cell: 27.4 um
  • Number of optimization iterations in the first detailed-route pass: 8
  • Vias/cell: 6.81
  • # DRC: 0
  • Violation tally from detailed-route iteration zero: 4214
  • Antenna Violating Nets Remaining: 0
  • Vias after detailed routing: 35558

Power and ir drop
  • Maximum VDD drop: 0.0000906 V
  • Leakage dissipation: 14.0 nW
  • Power density over the cells: 102 nW/um^2

GRT
  • Largest net degree at the start of global routing: 68
  • Global-route wire length before repair: 210 mm
  • Via count of the first global-routing pass: 32150
  • Antenna violations before repair: 5
  • Overall Global Routing Usage: 0.449
  • GRT overflow: 0

Min path
  • Worst Hold Class: reg2reg

Finish
  • Non-filler instance count after layout: 5221
  • Fraction of layout instances using a drive strength above 1: 0.0810
  • Area growth syn-to-layout: 11.6%

Job
  • Total tool warning count: 30
  • Reported max-cap violation count: 0
-- where the power goes --
| group | switching [mW] | internal (mW) | leakage, nW |
|---|---|---|---|
| Sequential | 0.0527 | 0.673 | 2.18 |
| Combinational | 1.46 | 0.717 | 11.3 |
| Clock | 0.298 | 0.397 | 0.498 |
-- registers in the layout, summed over array words and instances, names as in the netlist --
register               flops
u_div.my_srt.posQ         32
u_div.my_srt.mD           33
u_div.my_srt.status        4
u_div.my_srt.S            33
u_div.my_srt.rem_sign      1
u_div.my_srt.D            33
u_div.my_srt.shifter       6
u_div.my_srt.q_sign        1
u_div.my_srt.rounds        6
u_div.my_srt.complete      1
u_div.my_srt.rem          32
u_div.my_srt.Q            32
u_div.my_srt.negQ         32
u_div.my_srt.counter       6
-- worst paths after layout --
check	start	end	slack, ns	cells past startpoint
setup / recovery	es_to_div_bus2[66]	div_to_es_bus[19]	7.29	7
hold / removal	u_div.my_srt.mD[10]$_SDFFE_PP0P_	u_div.my_srt.mD[10]$_SDFFE_PP0P_	0.48	2
setup reg to reg	u_div.my_srt.D[17]$_SDFFE_PP0P_	u_div.my_srt.Q[11]$_SDFFCE_PN0P_	9.33	20
hold reg to reg	u_div.my_srt.mD[10]$_SDFFE_PP0P_	u_div.my_srt.mD[10]$_SDFFE_PP0P_	0.48	2
-- per-layer routing --
metal	vias up	global-route usage	part of all wire
li1	16390	-	-
met1	16516	0.634	0.41
met2	2231	0.617	0.40
met3	415	0.143	0.13
met4	6	0.229	0.064
met5	-	0	0.00023
-- critical path: cells and delay by family --
| family | cells | cell delay, ns |
|---|---|---|
| buffers and inverters | 4 | 1.40 |
| AND-OR/OR-AND | 1 | 0.46 |
| multiplexers | 1 | 0.39 |
| AND/OR/NAND/NOR | 1 | 0.21 |
-- layout make-up --
class                      count  area (sq um)
antenna                        2          5.00
clock buffer                  45           891
clock inverter                13           123
fill                        5821         26800
inverter                     180           676
multi-input combinational   3592         24200
sequential                   252          5750
tap                          837          1050
timing repair buffer         300          2670
-- layout by cell type, fill, tap and decap left out, types with 131 or more instances in the layout --
master and count:
sky130_fd_sc_hd__a22oi_1 151, sky130_fd_sc_hd__dfxtp_1 179, sky130_fd_sc_hd__ha_1 175, sky130_fd_sc_hd__mux2i_1 204, sky130_fd_sc_hd__a21oi_1 342, sky130_fd_sc_hd__clkdlybuf4s50_1 168, sky130_fd_sc_hd__nor2_1 461, sky130_fd_sc_hd__inv_1 169
sky130_fd_sc_hd__nand2_1 402, sky130_fd_sc_hd__o21ai_0 241, sky130_fd_sc_hd__buf_4 131
-- through the flow --
stage,power (mW),instance area [sq um],util,hold WS (ns)
global placement,2.82,34300,0.552,0.463
floorplan,2.12,31700,-,0.429
CTS,3.51,35300,0.568,0.482
detailed placement,2.81,34300,0.552,0.467
finish,3.60,35300,0.568,0.477
global route,3.74,35300,0.568,0.500
-- cells by family (layout without fill, tap and decap cells) --
| group | Yosys count | after routing | share of synthesized area |
|---|---|---|---|
| flops | 252 | 252 | 0.181 |
| compound gates | 1509 | 1509 | 0.327 |
| xor+xnor | 188 | 188 | 0.0520 |
| buf+inv | 497 | 538 | 0.0606 |
| simple gates | 1430 | 1430 | 0.209 |
| other cells | 0 | 2 | 0 |
| mux | 282 | 282 | 0.0962 |
| fa+ha+maj | 183 | 183 | 0.0740 |
Power figures rest on the tool's default switching activity, not on a simulated workload.
