==> design.v <==
module MUL_top(
    input clk,
    input reset,
    input [67-1:0] es_to_mul_bus1,
    input [67-1:0] es_to_mul_bus2,
    output [33-1:0] mul_to_es_bus,
    input flush
);
    wire use_mul1;
    wire use_high1;
    wire is_unsigned1;
    wire [31:0] x1;
    wire [31:0] y1;
    wire use_mul2;
    wire use_high2;
    wire is_unsigned2;
    wire [31:0] x2;
    wire [31:0] y2;
    reg use_mul;
    reg use_high;
    reg is_unsigned;
    reg [31:0] x;
    reg [31:0] y;
    wire [31:0] mul_result;
    wire mul_ok;
    assign {use_mul1, use_high1, is_unsigned1, x1, y1} = es_to_mul_bus1;
    assign {use_mul2, use_high2, is_unsigned2, x2, y2} = es_to_mul_bus2;
    always @(*) begin
        if(use_mul1) begin
            use_mul = use_mul1;
            use_high = use_high1;
            is_unsigned = is_unsigned1;
            x = x1;
            y = y1;
        end
        else if(use_mul2) begin
            use_mul = use_mul2;
            use_high = use_high2;
            is_unsigned = is_unsigned2;
            x = x2;
            y = y2;
        end 
        else begin
           {use_mul, use_high, is_unsigned, x, y} = 0;
        end 
    end
    assign mul_to_es_bus = {mul_result,mul_ok};
    mul u_mul(
        .clk        (clk),
        .x          (x),
        .y          (y),
        .mul_signed (~is_unsigned),
        .use_high   (use_high),
        .en         (use_mul & ~flush),
        .mul_ok     (mul_ok),
        .mul_result (mul_result)
    );
endmodule
module mul (
    input clk,
    input [31:0] x,
    input [31:0] y,
    input mul_signed,
    input use_high,
    input en,
    output mul_ok,
    output [31:0] mul_result
);
    wire [63:0] result, result_s, result_us;
    assign mul_result = use_high ? result[63:32] : result[31:0];
    reg [31:0] rx, ry;
    reg rmul_signed;
    reg status;
    always @(posedge clk) begin
        if(~en) status <= 1'b0;
        else begin
            status <= ~status;
        end 
    end    
    assign mul_ok = status;
    mult_gen_0 mg0(
        .CLK(clk),
        .A(x),
        .B(y),
        .P(result_s)
    );
    mult_gen_1 mg1(
        .CLK(clk),
        .A(x),
        .B(y),
        .P(result_us)
    );
    assign result = mul_signed ? result_s : result_us;
endmodule
module boothEncoder (
    input [2:0] a,
    output neg,
    output zero,
    output two
);
    assign neg  = a[2];
    assign zero = (a == 3'b000) || (a == 3'b111);
    assign two  = (a == 3'b100) || (a == 3'b011);
endmodule
module rad4Booth(
    input [31:0] x,
    input [31:0] y,
    input mul_signed,
    output [17*64-1:0] partialProduct
);
    wire [63:0] pp_arr [16:0];
    genvar i;
    generate for (i = 0; i < 17; i = i+1) begin: partialProductConvert
        assign partialProduct[64*(i+1)-1: 64*i] = pp_arr[i];
    end endgenerate
    wire [34:0] ex_y = {mul_signed & y[31], mul_signed & y[31], y, 1'b0};
    wire [63:0] ex_x;
    assign ex_x = (mul_signed & x[31]) ? {32'hffffffff, x} : {32'd0, x};
    wire [63:0] pp_m2 = (-ex_x)<<1;
    wire [63:0] pp_m1 = -ex_x;
    wire [63:0] pp_1  = ex_x;
    wire [63:0] pp_2  = (ex_x << 1);
    wire [16:0] neg, two, zero;
    genvar j;
    generate for (j = 0; j < 17; j=j+1) begin
        boothEncoder be(
            .a(ex_y[j*2+2:j*2]),
            .neg(neg[j]),
            .two(two[j]),
            .zero(zero[j])
        );
        assign pp_arr[j] = 
        (zero[j] ? 
            64'd0 : 
            (neg[j] ? 
                (two[j] ? (pp_m2[63:0] << (j*2)) : (pp_m1[63:0] << (j*2))) : 
                (two[j] ? ( pp_2[63:0] << (j*2)) : ( pp_1[63:0] << (j*2))) 
            )
        ); 
    end endgenerate
endmodule
module csa_adder(
    input [63:0] a,
    input [63:0] b,
    input [63:0] c,
    output [63:0] sum,
    output [63:0] carry
);
    genvar i;
    generate
        for (i = 0; i<64; i = i+1) begin
            assign carry[i] = (a[i] & b[i]) || (b[i] & c[i]) || (a[i] & c[i]);
            assign sum[i] = a[i] ^ b[i] ^ c[i]; 
        end
    endgenerate
endmodule
module WallaceTree32(
    input [31:0] x,
    input [31:0] y,
    input mul_signed,
    output [63:0] result
);
    wire [63:0] pp [16:0];
    rad4Booth myboo(
        .x(x),
        .y(y),
        .mul_signed(mul_signed),
        .partialProduct({pp[16], pp[15], pp[14], pp[13], pp[12], pp[11], pp[10], pp[9], pp[8], 
    pp[7], pp[6], pp[5], pp[4], pp[3], pp[2], pp[1], pp[0]})
    );
    wire [63:0] l1 [9:0];
    assign l1[1][0] = 1'b0;
    assign l1[3][0] = 1'b0;
    assign l1[5][0] = 1'b0;
    assign l1[7][0] = 1'b0;
    assign l1[9][0] = 1'b0;
    csa_adder l1a1(
        .a(pp[0]), .b(pp[1]), .c(pp[2]),
        .sum(l1[0]),
        .carry(l1[1][63:1])
    );
    csa_adder l1a2(
        .a(pp[3]), .b(pp[4]), .c(pp[5]),
        .sum(l1[2]),
        .carry(l1[3][63:1])
    );
    csa_adder l1a3(
        .a(pp[6]), .b(pp[7]), .c(pp[8]),
        .sum(l1[4]),
        .carry(l1[5][63:1])
    );
    csa_adder l1a4(
        .a(pp[9]), .b(pp[10]), .c(pp[11]),
        .sum(l1[6]),
        .carry(l1[7][63:1])
    );
    csa_adder l1a5(
        .a(pp[12]), .b(pp[13]), .c(pp[14]),
        .sum(l1[8]),
        .carry(l1[9][63:1])
    );
    wire [63:0] l2 [7:0];
    assign l2[1][0] = 1'b0;
    assign l2[3][0] = 1'b0;
    assign l2[5][0] = 1'b0;
    assign l2[7][0] = 1'b0;
    csa_adder l2a1(
        .a(l1[0]), .b(l1[1]), .c(l1[2]),
        .sum(l2[0]),
        .carry(l2[1][63:1])
    );
    csa_adder l2a2(
        .a(l1[3]), .b(l1[4]), .c(l1[5]),
        .sum(l2[2]),
        .carry(l2[3][63:1])
    );
    csa_adder l2a3(
        .a(l1[6]), .b(l1[7]), .c(l1[8]),
        .sum(l2[4]),
        .carry(l2[5][63:1])
    );
    csa_adder l2a4(
        .a(l1[9]), .b(pp[15]), .c(pp[16]),
        .sum(l2[6]),
        .carry(l2[7][63:1])
    );
    wire [63:0] l3 [3:0];
    assign l3[1][0] = 1'b0;
    assign l3[3][0] = 1'b0;
    csa_adder l3a1(
        .a(l2[0]), .b(l2[1]), .c(l2[2]),
        .sum(l3[0]),
        .carry(l3[1][63:1])
    );
    csa_adder l3a2(
        .a(l2[3]), .b(l2[4]), .c(l2[5]),
        .sum(l3[2]),
        .carry(l3[3][63:1])
    );
    wire [63:0] l4 [3:0];
    assign l4[1][0] = 1'b0;
    assign l4[3][0] = 1'b0;
    csa_adder l4a1(
        .a(l3[0]), .b(l3[1]), .c(l3[2]),
        .sum(l4[0]),
        .carry(l4[1][63:1])
    );
    csa_adder l4a2(
        .a(l3[3]), .b(l2[6]), .c(l2[7]),
        .sum(l4[2]),
        .carry(l4[3][63:1])
    );
    wire [63:0]l5, l5c, l6, l6c;
    assign l5c[0] = 1'b0;
    assign l6c[0] = 1'b0;
    csa_adder l5a(
        .a(l4[0]), .b(l4[1]), .c(l4[2]),
        .sum(l5),
        .carry(l5c[63:1])
    );
    csa_adder l6a(
        .a(l4[3]), .b(l5), .c(l5c),
        .sum(l6),
        .carry(l6c[63:1])
    );
    assign result = l6 + l6c;
endmodule
==> run.sh <==
#!/bin/bash
# OpenROAD 26Q1-2900-gdf79404cd8, Yosys 0.63+post, stock flow scripts
make -C /OpenROAD-flow-scripts/flow DESIGN_CONFIG=/design/flow/config.mk WORK_HOME=/design/flow/orfs finish
==> config.mk <==
export PLATFORM = sky130hd
export DESIGN_NAME = WallaceTree32
export DESIGN_NICKNAME = WallaceTree32
export VERILOG_FILES = /design/flow/design.v
export SDC_FILE = /design/flow/constraint.sdc
export NUM_CORES = 4
export LEC_CHECK = 1
export CORE_UTILIZATION = 50
export SYNTH_HDL_FRONTEND = slang
==> constraint.sdc <==
current_design WallaceTree32

set clk_period 39.9
set clk_io_pct 0.2

create_clock -name clk0 -period $clk_period

set non_clock_inputs [all_inputs -no_clocks]
set_input_delay [expr $clk_period * $clk_io_pct] -clock clk0 $non_clock_inputs
set_output_delay [expr $clk_period * $clk_io_pct] -clock clk0 [all_outputs]
==> flow_summary.ini <==
; physical design summary
[status]
status = finished clean

[setup_path]
crit_type = in2out
crit_path_max_incr_delay_ns = 0.56
start_kind = primary input
crit_arrival_ns = 19.43
endpoint_kind = output pin
worst_path_max_delay_cell = xnor2_2
startpoint = x[1]
cp_common_cell = fa_1
cp.required_ns = 31.92
cp_max_fo = 33

[grt]
grt_first_pass_wirelength_mm = 342
grt-ovfl-total = 0
grt_start_max_net_pins = 96
first_global_vias = 47200
antenna_found_initial = 17
track_usage = 0.505

[pwr]
p_leak_nw = 21.3
p_int_w = 0.00606
p_switching_w = 0.00636
power.density_nw_per_um2 = 249
ir_drop_mv = 0.604
switching_share = 0.512

[layout]
postLayoutCoreUtil = 0.523
flop_area_um2 = 0
flop-count = 0
drive_gt1_frac = 0.0734
fin_area_um2 = 49800
nFillCells = 9446
syn2layout_area_growth_pct = 3.21
clkbuf_count = 0
multiInputGateArea_um2 = 42700

[floorplan]
rows = 113
core_area_um2 = 95300
chipWidth_um = 313
io_pins = 129
die_h_um = 313
fp_util = 0.507
chip_area_um2 = 97800

[synth]
ys_sh_aoi = 0.331
avgSynthCellArea_um2 = 7.13
yosysWarnings = 0
yosys_cells = 6769
syn-cell-area_um2 = 48300
area_leaders = fa_1, a21oi_1, mux2i_1
yosys.cell_types.count = 88
largest_area_cell = fa_1
ys_sh_simple = 0.125
synthXorXnorAreaFrac = 0.0305
synth.logic.top_family = AND-OR/OR-AND gates
ys_sh_mux = 0.0797
top_cell_area_share = 0.277
netlist_instances = 6769
yosysSeqAreaShare = 0
yosys-stat-area_um2 = 48300
fa_ha_area_frac = 0.314

[place]
gp_congestion = 1.08
placed_area_um2 = 49800
hpwl_mm = 181
place_ws_ns = 12.72
portBuffers = 129

[sta]
slew_violations = 0
rsz0062_at_grt = no
fmax_mhz = 36.5
fin_ws_ns = 12.49
slew_headroom = 0.268
fin_crit_sh = 0.687
tightest_slew_ns = 1.10
hold_ws_ns = 17.07
hold_viol = 0
setup_violations = 0
tns_ns = 0
period_minus_slack_ns = 27.41

[clock_tree]
cts_setup_buffers = 0
cts_resized = 0
holdBufCountCts = 0

[route]
drtIter0Drc = 6972
via_per_inst = 6.85
avgRoutedWirePerCell_um = 31.5
vias = 52000
first_pass_iters = 9
routed_wl_mm = 239
drc = 0
ant_nets = 0

[flow_run]
cap_violations = 0
warning_count = 32

[worst_hold_path]
whs_path_depth = 3
hold_start = y[1]
min_path_type = in2out
-- logic make-up (layout without fill, tap and decap cells) --
family	count (synthesis)	after routing
AOI/OAI and AO/OA	2510	2510
buffers and inverters	1521	1062
and+or+nand+nor	1416	1416
adders and majority gates	815	815
muxes	342	342
xor gates and xnor gates	165	165
other	0	5
-- cells in the final DEF, fill, tap and decap left out, drive strengths merged, types with 79 or more instances in the layout --
cell type  count
a21oi        745
nand2        701
inv          675
fa           667
o21ai        555
nor2         455
buf          308
mux2i        289
a211oi       218
o211ai       158
a31oi        147
ha           132
xnor2        124
a211o        100
o22ai         79
-- cell usage after synthesis, types with 14 or more instances --
library cell    n
a21oi_1       745
nand2_1       700
clkbuf_1      698
inv_1         672
fa_1          667
o21ai_0       545
nor2_1        454
mux2i_1       289
a211oi_1      218
o211ai_1      158
a31oi_1       147
ha_1          132
xnor2_1       124
buf_1         120
a211o_1       100
o22ai_1        78
o221ai_1       70
a21o_1         55
a22oi_1        51
nand2b_1       48
a31o_2         44
and2_1         43
xor2_1         39
nor3_1         37
a311oi_1       36
a221oi_1       35
mux4_2         32
nand3_1        31
a221o_1        29
nor2b_1        29
a41oi_1        23
mux2_2         21
a222oi_1       19
o21a_1         19
o31ai_1        18
maj3_1         16
a21boi_0       15
nand4_1        14
-- power groups by stage --
stage / Combinational (W) / Sequential, W / Clock, W
CTS: 0.0123 / 0 / 0
global route: 0.0136 / 0 / 0.0000000000101
-- through the flow --
step           total power, W  cells
2_1_floorplan         0.00673   6769
3_3_place_gp           0.0122   7575
3_5_place_dp           0.0122   7575
4_1_cts                0.0123   7575
5_1_grt                0.0136   7578
6_report               0.0124   7580
-- layer usage --
| metal | vias up | wire length (um) | global-route usage |
|---|---|---|---|
| met5 | - | 635 | 0.0256 |
| met2 | 3796 | 93400 | 0.654 |
| met4 | 22 | 11900 | 0.183 |
| met3 | 618 | 43400 | 0.300 |
| met1 | 24800 | 89300 | 0.705 |
| li1 | 22700 | - | - |
-- worst paths after layout --
path | end
setup / recovery | result[56]
hold / removal | result[1]
-- area by class of cell --
type,instances,area share
diodes,5,0.000251
well taps,1265,0.0318
repair buffers,378,0.0595
multi-input cells,5248,0.857
inverters,684,0.0515
-- worst max-delay path: cells and delay by family --
| family | cells | cell delay, ns |
|---|---|---|
| adder cells (fa/ha/maj) | 8 | 3.54 |
| AND/OR/NAND/NOR | 8 | 2.36 |
| buffers and inverters | 10 | 2.27 |
| AND-OR/OR-AND | 7 | 2.04 |
| XOR/XNOR | 2 | 0.70 |
| multiplexers | 1 | 0.51 |
Power and IR drop assume default switching activity.
