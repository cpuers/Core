===== /design/flow/config.mk =====
export PLATFORM = sky130hd
export DESIGN_NAME = tlb_sync
export DESIGN_NICKNAME = tlb_sync
export VERILOG_FILES = /design/flow/design.v
export SDC_FILE = /design/flow/constraint.sdc
export NUM_CORES = 4
export LEC_CHECK = 1
export CORE_UTILIZATION = 30
export SYNTH_HDL_FRONTEND = slang

===== /design/flow/constraint.sdc =====
current_design tlb_sync

set clk_period 20.0
set clk_io_pct 0.2

create_clock -name clk0 -period $clk_period [get_ports {clock}]

set non_clock_inputs [all_inputs -no_clocks]
set_input_delay [expr $clk_period * $clk_io_pct] -clock clk0 $non_clock_inputs
set_output_delay [expr $clk_period * $clk_io_pct] -clock clk0 [all_outputs]

===== /design/flow/design.v =====
module tlb_async (
    input  wire         clock,
    input  wire         reset,
    input  wire [19:0]                  if_vpn,
    input  wire [ 9:0]                  if_asid,
    input  wire [ 1:0]                  if_priv,
    output wire [$clog2(16)-1:0] if_idx,
    output wire                         if_valid,
    output wire                         if_unpriv,
    output wire [19:0]                  if_ppn,
    output wire                         if_uncached,
    input  wire [19:0]                  ls_vpn,
    input  wire [ 9:0]                  ls_asid,
    input  wire [ 1:0]                  ls_priv,
    output wire [$clog2(16)-1:0] ls_idx,
    output wire                         ls_valid,
    output wire                         ls_unpriv,
    output wire [19:0]                  ls_ppn,
    output wire                         ls_uncached,
    input  wire                         w_en,
    input  wire [$clog2(16)-1:0] w_idx,
    input  wire [18:0]                  w_vppn,
    input  wire [ 5:0]                  w_ps,
    input  wire [ 9:0]                  w_asid,
    input  wire                         w_e,
    input  wire [27:0]                  w_tlbelo0,
    input  wire [27:0]                  w_tlbelo1,
    input  wire [$clog2(16)-1:0] r_idx,
    output wire [18:0]                  r_vppn,
    output wire [ 9:0]                  r_asid,
    output wire [ 5:0]                  r_ps,
    output wire                         r_e,
    output wire [27:0]                  r_tlbelo0,
    output wire [27:0]                  r_tlbelo1,
    input  wire         inv_en,
    input  wire [ 4:0]  inv_op,
    input  wire [ 9:0]  inv_asid,
    input  wire [18:0]  inv_vppn
);
    genvar i;
    integer j;
    reg     [18:0]      vppn    [0:16-1];    
    reg                 ps      [0:16-1];      
    reg     [ 9:0]      asid    [0:16-1];    
    reg                 e       [0:16-1];       
    reg     [27:0]      tlbelo0 [0:16-1]; 
    reg     [27:0]      tlbelo1 [0:16-1]; 
    wire                g       [0:16-1];
    generate
        for (i = 0; i < 16; i = i + 1) begin
            assign g   [i]  = tlbelo0[i][6];
        end
    endgenerate
    assign r_vppn       = vppn      [r_idx];
    assign r_ps         = ps        [r_idx] ? 6'd21 : 6'd12;
    assign r_asid       = asid      [r_idx];
    assign r_e          = e         [r_idx];
    assign r_tlbelo0    = tlbelo0   [r_idx];
    assign r_tlbelo1    = tlbelo1   [r_idx];
    wire [16-1:0] if_hit;
    wire    [27:0]  if_sel_pg       [0:16-1];
    reg     [27:0]  if_entry;                            
    generate
        for (i = 0; i < 16; i = i + 1) begin
            assign if_hit[i] = 
                e[i] && (vppn[i] == if_vpn[19:1]) &&
                (g[i] || asid[i] == if_asid);
            assign if_sel_pg[i] = (if_vpn[0] ? tlbelo1[i] : tlbelo0[i]);
        end
    endgenerate
    always @(*) begin
        if_entry = 0;        
        for (j = 0; j < 16; j = j + 1) begin
            if_entry = if_entry | (if_sel_pg[j] & {28{if_hit[j]}});
        end
    end
    encoder_16_4    if_idx_enc(.in(if_hit), .out(if_idx));
    assign if_valid = |if_hit & if_entry[0];
    assign if_unpriv = if_entry[3:2] < if_priv;
    assign if_uncached = (if_entry[5:4] == 2'd0);
    assign if_ppn = if_entry[27:8];
    wire [16-1:0] ls_hit;
    wire    [27:0]  ls_sel_pg       [0:16-1];
    reg     [27:0]  ls_entry;                            
    generate
        for (i = 0; i < 16; i = i + 1) begin
            assign ls_hit[i] = 
                e[i] && (vppn[i] == ls_vpn[19:1]) &&
                (g[i] || asid[i] == ls_asid);
            assign ls_sel_pg[i] = (ls_vpn[0] ? tlbelo1[i] : tlbelo0[i]);
        end
    endgenerate
    always @(*) begin
        ls_entry = 0;        
        for (j = 0; j < 16; j = j + 1) begin
            ls_entry = ls_entry | (ls_sel_pg[j] & {28{ls_hit[j]}});
        end
    end
    encoder_16_4    ls_idx_enc(.in(ls_hit), .out(ls_idx));
    assign ls_valid = |ls_hit & ls_entry[0];
    assign ls_unpriv = ls_entry[3:2] < ls_priv;
    assign ls_uncached = (ls_entry[5:4] == 2'd0);
    assign ls_ppn = ls_entry[27:8];
    wire    sel     [0:16-1];
    wire    w_g;
    assign w_g = w_tlbelo0[6] & w_tlbelo1[6];
    generate
        for (i = 0; i < 16; i = i + 1) begin
            assign sel[i] =
                (w_en && w_idx == i) |
                (inv_en && (
                    (inv_op == 5'h0) |
                    (inv_op == 5'h1) |
                    (inv_op == 5'h2 && g[i]) |
                    (inv_op == 5'h3 && !g[i]) |
                    (inv_op == 5'h4 && !g[i] && asid[i] == inv_asid) |
                    (inv_op == 5'h5 && !g[i] && asid[i] == inv_asid 
                        && vppn[i] == inv_vppn) |
                    (inv_op == 5'h6 && g[i] && asid[i] == inv_asid
                        && vppn[i] == inv_vppn)
                ));
            always @(posedge clock) begin
                if (reset | (inv_en & sel[i])) begin
                    e[i] <= 1'b0;
                end
                else if (w_en) begin
                    if (sel[i]) begin
                        vppn[i] <= w_vppn;
                        ps[i] <= (w_ps == 6'd21);
                        asid[i] <= w_asid;
                        e[i] <= w_e;                     
                        tlbelo0[i] <= {w_tlbelo0[27:7], w_g, w_tlbelo0[5:0]};
                        tlbelo1[i] <= {w_tlbelo1[27:7], w_g, w_tlbelo1[5:0]};
                    end
                end
            end
        end
    endgenerate
endmodule
module tlb_sync(
    input  wire         clock,
    input  wire         reset,
    input  wire [19:0]                  if_vpn,
    input  wire [ 9:0]                  if_asid,
    input  wire [ 1:0]                  if_priv,
    output wire [$clog2(16)-1:0] if_idx,
    output wire                         if_valid,
    output wire                         if_unpriv,
    output wire [19:0]                  if_ppn,
    output wire                         if_uncached,
    input  wire [19:0]                  ls_vpn,
    input  wire [ 9:0]                  ls_asid,
    input  wire [ 1:0]                  ls_priv,
    output wire [$clog2(16)-1:0] ls_idx,
    output wire                         ls_valid,
    output wire                         ls_unpriv,
    output wire [19:0]                  ls_ppn,
    output wire                         ls_uncached,
    input  wire                         w_en,
    input  wire [$clog2(16)-1:0] w_idx,
    input  wire [18:0]                  w_vppn,
    input  wire [ 5:0]                  w_ps,
    input  wire [ 9:0]                  w_asid,
    input  wire                         w_e,
    input  wire [27:0]                  w_tlbelo0,
    input  wire [27:0]                  w_tlbelo1,
    input  wire [$clog2(16)-1:0] r_idx,
    output wire [18:0]                  r_vppn,
    output wire [ 9:0]                  r_asid,
    output wire [ 5:0]                  r_ps,
    output wire                         r_e,
    output wire [27:0]                  r_tlbelo0,
    output wire [27:0]                  r_tlbelo1,
    input  wire         inv_en,
    input  wire [ 4:0]  inv_op,
    input  wire [ 9:0]  inv_asid,
    input  wire [18:0]  inv_vppn
);
    genvar i;
    reg     [18:0]      vppn    [0:16-1];    
    reg                 ps      [0:16-1];      
    reg     [ 9:0]      asid    [0:16-1];    
    reg                 e       [0:16-1];       
    reg     [27:0]      tlbelo0 [0:16-1]; 
    reg     [27:0]      tlbelo1 [0:16-1]; 
    wire                g       [0:16-1];
    generate
        for (i = 0; i < 16; i = i + 1) begin
            assign g   [i]  = tlbelo0[i][6];
        end
    endgenerate
    assign r_vppn       = vppn      [r_idx];
    assign r_ps         = ps        [r_idx] ? 6'd21 : 6'd12;
    assign r_asid       = asid      [r_idx];
    assign r_e          = e         [r_idx];
    assign r_tlbelo0    = tlbelo0   [r_idx];
    assign r_tlbelo1    = tlbelo1   [r_idx];
    reg     [19:0]                  if_vpn_r;
    reg     [ 1:0]                  if_priv_r;
    wire [16-1:0] if_hit;
    reg                             if_hit_r;
    wire [$clog2(16)-1:0]    if_idx_w;
    reg  [$clog2(16)-1:0]    if_idx_r;
    wire [27:0]                     if_entry;
    generate
        for (i = 0; i < 16; i = i + 1) begin
            assign if_hit[i] = 
                e[i] && (vppn[i] == if_vpn[19:1]) &&
                (g[i] || asid[i] == if_asid);
        end
    endgenerate
    encoder_16_4    if_idx_enc(.in(if_hit), .out(if_idx_w));
    always @(posedge clock) begin
        if_hit_r <= |if_hit;
        if_idx_r <= if_idx_w;
        if_vpn_r <= if_vpn;
        if_priv_r <= if_priv;
    end
    assign if_valid = if_hit_r & if_entry[0];
    assign if_idx = if_idx_r;
    assign if_entry = if_vpn_r[0] ? tlbelo1[if_idx_r] : tlbelo1[if_idx_r];
    assign if_unpriv = if_entry[3:2] < if_priv_r;
    assign if_uncached = (if_entry[5:4] == 2'd0);
    assign if_ppn = if_entry[27:8];
    reg     [19:0]                  ls_vpn_r;
    reg     [ 1:0]                  ls_priv_r;
    wire [16-1:0] ls_hit;
    reg                             ls_hit_r;
    wire [$clog2(16)-1:0]    ls_idx_w;
    reg  [$clog2(16)-1:0]    ls_idx_r;
    wire [27:0]                     ls_entry;
    generate
        for (i = 0; i < 16; i = i + 1) begin
            assign ls_hit[i] = 
                e[i] && (vppn[i] == ls_vpn[19:1]) &&
                (g[i] || asid[i] == ls_asid);
        end
    endgenerate
    encoder_16_4    ls_idx_enc(.in(ls_hit), .out(ls_idx_w));
    always @(posedge clock) begin
        ls_hit_r <= |ls_hit;
        ls_idx_r <= ls_idx_w;
        ls_vpn_r <= ls_vpn;
        ls_priv_r <= ls_priv;
    end
    assign ls_valid = ls_hit_r & ls_entry[0];
    assign ls_idx = ls_idx_r;
    assign ls_entry = ls_vpn_r[0] ? tlbelo1[ls_idx_r] : tlbelo1[ls_idx_r];
    assign ls_unpriv = ls_entry[3:2] < ls_priv_r;
    assign ls_uncached = (ls_entry[5:4] == 2'd0);
    assign ls_ppn = ls_entry[27:8];
    wire    sel     [0:16-1];
    wire    w_g;
    assign w_g = w_tlbelo0[6] & w_tlbelo1[6];
    generate
        for (i = 0; i < 16; i = i + 1) begin
            assign sel[i] =
                (w_en && w_idx == i) |
                (inv_en && (
                    (inv_op == 5'h0) |
                    (inv_op == 5'h1) |
                    (inv_op == 5'h2 && g[i]) |
                    (inv_op == 5'h3 && !g[i]) |
                    (inv_op == 5'h4 && !g[i] && asid[i] == inv_asid) |
                    (inv_op == 5'h5 && !g[i] && asid[i] == inv_asid 
                        && vppn[i] == inv_vppn) |
                    (inv_op == 5'h6 && g[i] && asid[i] == inv_asid
                        && vppn[i] == inv_vppn)
                ));
            always @(posedge clock) begin
                if (reset | (inv_en & sel[i])) begin
                    e[i] <= 1'b0;
                end
                else if (w_en) begin
                    if (sel[i]) begin
                        vppn[i] <= w_vppn;
                        ps[i] <= (w_ps == 6'd21);
                        asid[i] <= w_asid;
                        e[i] <= w_e;                     
                        tlbelo0[i] <= {w_tlbelo0[27:7], w_g, w_tlbelo0[5:0]};
                        tlbelo1[i] <= {w_tlbelo1[27:7], w_g, w_tlbelo1[5:0]};
                    end
                end
            end
        end
    endgenerate
endmodule
module encoder_4_2(
    input  wire [3:0] in,
    output wire [1:0] out
);
assign out = {2{in[0]}} & 2'd0 |
	     {2{in[1]}} & 2'd1 |
	     {2{in[2]}} & 2'd2 |
	     {2{in[3]}} & 2'd3 ;
endmodule
module encoder_16_4(
    input  wire [15:0] in,
    output wire [ 3:0] out
);
wire [1:0] out_0, out_1, out_2, out_3;
encoder_4_2 one (.in(in[ 3: 0]), .out(out_0));
encoder_4_2 two (.in(in[ 7: 4]), .out(out_1));
encoder_4_2 thr (.in(in[11: 8]), .out(out_2));
encoder_4_2 fou (.in(in[15:12]), .out(out_3));
assign out = {4{|in[ 3: 0]}} & {2'd0, out_0} |
	     {4{|in[ 7: 4]}} & {2'd1, out_1} |		
	     {4{|in[11: 8]}} & {2'd2, out_2} |		
	     {4{|in[15:12]}} & {2'd3, out_3} ;		
endmodule

===== /design/flow/run.sh =====
#!/bin/bash
# OpenROAD 26Q1-2900-gdf79404cd8, Yosys 0.63+post, stock flow scripts
make -C /OpenROAD-flow-scripts/flow DESIGN_CONFIG=/design/flow/config.mk WORK_HOME=/design/flow/orfs finish

==> impl_metrics.prom <==
# HELP chip_impl_metric Flow report values
# TYPE chip_impl_metric gauge
chip_impl_metric{name="synth.distinct_cells",unit=""} 38
chip_impl_metric{name="layout.core_utilization",unit="%"} 35.4
chip_impl_metric{name="portion_of_total_power_attributed_to_combinational_logic",unit="%"} 9.3
chip_impl_metric{name="detailedPlace.worstSlack",unit="ps"} 7240
chip_impl_metric{name="skew",unit="ps"} 34.7
chip_impl_metric{name="numPortBuffers",unit=""} 342
chip_impl_metric{name="setup_tns",unit="ps"} 0
chip_impl_metric{name="yosysCellCount",unit=""} 4527
chip_impl_metric{name="via_count_of_the_first_global_routing_pass",unit=""} 49800
chip_impl_metric{name="synthDominantCellAreaShare",unit="%"} 54.9
chip_impl_metric{name="timing.max_cap.violations",unit=""} 0
chip_impl_metric{name="finalWeightedCongestion",unit=""} 1.03
chip_impl_metric{name="clock_power_share",unit="%"} 43.3
chip_impl_metric{name="clock_sinks",unit=""} 1390
chip_impl_metric{name="worst_ir_drop_vdd",unit="mV"} 0.0635
chip_impl_metric{name="wl_cell",unit="um"} 34.9
chip_impl_metric{name="drive_above_1_share",unit="%"} 23.2
chip_impl_metric{name="tightest_slew",unit="ps"} 1080
chip_impl_metric{name="drtIter0Drc",unit=""} 3895
chip_impl_info{name="buffer_type_at_the_clock_tree_root",value="sky130_fd_sc_hd__clkbuf_16"} 1
chip_impl_info{name="area_leader_netlist",value="sky130_fd_sc_hd__edfxtp_1"} 1
chip_impl_info{name="most-common-layout-cells",value="sky130_fd_sc_hd__edfxtp_1, sky130_fd_sc_hd__xor2_1, sky130_fd_sc_hd__xnor2_1, sky130_fd_sc_hd__mux4_2, sky130_fd_sc_hd__clkdlybuf4s50_1"} 1
chip_impl_metric{name="synthToLayoutAreaGrowth",unit="%"} 17.1
chip_impl_info{name="layout_top_cell",value="sky130_fd_sc_hd__edfxtp_1"} 1
chip_impl_metric{name="cts_h_tree_depth",unit=""} 4
chip_impl_metric{name="netSwitchingPower",unit="mW"} 1.68
chip_impl_metric{name="arrival",unit="ps"} 8570
chip_impl_metric{name="synth_area",unit="um2"} 75300
chip_impl_metric{name="die_height",unit="um"} 503
chip_impl_metric{name="final_design_area_no_fill",unit="um2"} 88100
chip_impl_metric{name="design.portCount",unit=""} 348
chip_impl_metric{name="global_route_wire_length_before_repair",unit="um"} 402000
chip_impl_metric{name="p_seq_share",unit="%"} 47.4
chip_impl_metric{name="setup-violations-final",unit=""} 0
chip_impl_metric{name="globalRouteTotalUtil",unit="%"} 24.7
chip_impl_metric{name="routed_wirelength",unit="um"} 293000
chip_impl_info{name="tritoncts_clock_tree",value="built"} 1
chip_impl_info{name="min-delay-path-class",value="reg -> reg"} 1
chip_impl_metric{name="antenna_found_initial",unit=""} 33
chip_impl_metric{name="post_dp_cell_area",unit="um2"} 82800
chip_impl_metric{name="power.share.switching",unit="%"} 24.7
chip_impl_metric{name="floorplanUtilization",unit="%"} 30.2
chip_impl_info{name="outcome",value="complete, no violations"} 1
chip_impl_info{name="startpoint_type",value="input pin"} 1
chip_impl_metric{name="total_power",unit="mW"} 6.82
chip_impl_metric{name="power_leakage",unit="nW"} 26.7
chip_impl_metric{name="fin_hold_ws",unit="ps"} 881
chip_impl_metric{name="power_density",unit="nW/um2"} 77.4
chip_impl_metric{name="cts_hold_buffers",unit=""} 0
chip_impl_metric{name="internal_power",unit="mW"} 5.14
chip_impl_metric{name="drv_slew",unit=""} 0
chip_impl_metric{name="vias_per_cell",unit=""} 5.56
chip_impl_metric{name="detail-route-antenna-nets",unit=""} 0
chip_impl_metric{name="core",unit="um2"} 249000
chip_impl_metric{name="rows",unit=""} 183
chip_impl_metric{name="post-cts-setup-buffers",unit=""} 0
chip_impl_metric{name="relSlewSlack",unit="%"} 27.1
chip_impl_metric{name="postSynthCellCount",unit=""} 4527
chip_impl_metric{name="clk_pin_slew",unit="ps"} 60
chip_impl_metric{name="fillCellCount",unit=""} 23100
chip_impl_metric{name="dieWidth",unit="um"} 503
chip_impl_metric{name="post_layout_nonfiller_instances",unit=""} 8380
chip_impl_metric{name="clk-insertion-delay-late",unit="ps"} 840
chip_impl_info{name="rsz0062_at_grt",value="false"} 1
chip_impl_metric{name="ys_seq_share",unit="%"} 55.3
chip_impl_metric{name="data_required_time_at_the_worst_endpoint",unit="ps"} 16000
chip_impl_metric{name="post-route-min-period",unit="ps"} 12570
chip_impl_metric{name="post-route-worst-setup-slack",unit="ps"} 7430
chip_impl_metric{name="detailed_place_hpwl",unit="um"} 188000
chip_impl_metric{name="crit_path_max_fanout",unit=""} 45
chip_impl_metric{name="ctsLongestPathBuffers",unit=""} 3
chip_impl_metric{name="place.detailed.instances",unit=""} 8082
chip_impl_info{name="netlist_top_cells_area",value="sky130_fd_sc_hd__edfxtp_1, sky130_fd_sc_hd__mux4_2, sky130_fd_sc_hd__xor2_1"} 1
chip_impl_metric{name="dr.pass1.iters",unit=""} 6
chip_impl_info{name="worst-setup-path-type",value="in -> out"} 1
chip_impl_metric{name="dieArea",unit="um2"} 253000
chip_impl_metric{name="maxClockFrequency",unit="GHz"} 0.0796
chip_impl_metric{name="syn-mean-instance-area",unit="um2"} 16.6
chip_impl_metric{name="synthesis.yosys.warnings",unit=""} 0
chip_impl_metric{name="setup.reg_to_reg.worst_slack",unit="ps"} 16700
chip_impl_metric{name="openroad.warnings",unit=""} 28
chip_impl_metric{name="grt_max_degree",unit=""} 93
chip_impl_metric{name="yosys.stat.chipArea",unit="um2"} 75300
chip_impl_metric{name="final-hold-violation-count",unit=""} 0
chip_impl_info{name="cp-end-kind",value="primary output"} 1
chip_impl_metric{name="cts_repair_resize_count",unit=""} 0
chip_impl_metric{name="vias",unit=""} 46600
chip_impl_metric{name="drt_drc_violations_left",unit=""} 0
chip_impl_metric{name="numCtsBuffers",unit=""} 157
chip_impl_metric{name="period_used_share",unit="%"} 62.9
chip_impl_metric{name="global_route.overflow_total",unit=""} 0
chip_impl_metric{name="ys_flops",unit=""} 1390
[synth_stat cells]
master	n
sky130_fd_sc_hd__a21oi_1	8
sky130_fd_sc_hd__a221oi_1	10
sky130_fd_sc_hd__a31oi_1	14
sky130_fd_sc_hd__a41oi_1	34
sky130_fd_sc_hd__and2_1	3
sky130_fd_sc_hd__and3_1	1
sky130_fd_sc_hd__and4b_1	1
sky130_fd_sc_hd__buf_1	22
sky130_fd_sc_hd__buf_2	116
sky130_fd_sc_hd__buf_4	54
sky130_fd_sc_hd__buf_6	49
sky130_fd_sc_hd__clkbuf_1	105
sky130_fd_sc_hd__conb_1	2
sky130_fd_sc_hd__dfxtp_1	14
sky130_fd_sc_hd__edfxtp_1	1376
sky130_fd_sc_hd__ha_1	2
sky130_fd_sc_hd__inv_1	4
sky130_fd_sc_hd__mux4_2	670
sky130_fd_sc_hd__nand2_1	38
sky130_fd_sc_hd__nand2b_1	8
sky130_fd_sc_hd__nand3_1	39
sky130_fd_sc_hd__nand3b_1	2
sky130_fd_sc_hd__nand4_1	166
sky130_fd_sc_hd__nand4b_1	1
sky130_fd_sc_hd__nand4bb_1	1
sky130_fd_sc_hd__nor2_1	73
sky130_fd_sc_hd__nor2b_1	2
sky130_fd_sc_hd__nor3_1	14
sky130_fd_sc_hd__nor3b_1	2
sky130_fd_sc_hd__nor4_1	231
sky130_fd_sc_hd__nor4b_2	1
sky130_fd_sc_hd__o21ai_0	40
sky130_fd_sc_hd__o221ai_1	2
sky130_fd_sc_hd__o31ai_1	11
sky130_fd_sc_hd__or4_1	2
sky130_fd_sc_hd__or4_4	1
sky130_fd_sc_hd__xnor2_1	674
sky130_fd_sc_hd__xor2_1	734
[flip-flops by register name, summed over array words and instances, names as in the netlist]
| register | cells |
|---|---|
| ls_priv_r | 2 |
| if_idx | 4 |
| vppn | 304 |
| asid | 160 |
| e | 16 |
| ls_idx | 4 |
| if_priv_r | 2 |
| ls_hit_r | 1 |
| tlbelo0 | 442 |
| tlbelo1 | 438 |
| ps | 16 |
| if_hit_r | 1 |
[metal layers]
layer | share of wire (%) | vias to the layer above | track usage (%)
met2 | 45 | 3430 | 35.7
li1 | - | 18700 | -
met3 | 17 | 820 | 17.1
met1 | 33 | 23600 | 28.4
met4 | 5.8 | 42 | 10.7
met5 | 0.16 | - | 0.799
[path summary, 6_finish.rpt]
| check | from | end | cells after the start |
|---|---|---|---|
| hold / removal | asid[4][3] | e[4] | 3 |
| setup / recovery | r_idx[0] | r_tlbelo1[4] | 8 |
| hold reg to reg | asid[4][3] | e[4] | 3 |
| setup reg to reg | asid[4][7] | if_hit_r | 6 |
[power groups by stage]
stage     clock network (mW)  registers [mW]  logic [mW]
4_1_cts                 3.01            3.23       0.632
6_report                2.95            3.23       0.637
5_1_grt                 3.11            3.23       0.667
[worst max-delay path, cell delays in order]
cell and delay [ps]:
sky130_fd_sc_hd__buf_8 380, sky130_fd_sc_hd__buf_4 680, sky130_fd_sc_hd__buf_4 630, sky130_fd_sc_hd__buf_4 580, sky130_fd_sc_hd__buf_4 530, sky130_fd_sc_hd__mux4_2 600
sky130_fd_sc_hd__mux4_2 510, sky130_fd_sc_hd__clkdlybuf4s50_1 510
[kinds of logic (layout without fill, tap and decap cells)]
| kind of cell | after synthesis | in the layout | share of synthesized area, % |
|---|---|---|---|
| AND-OR/OR-AND | 119 | 119 | 1.08 |
| XOR/XNOR | 1408 | 1408 | 16.4 |
| adder cells (fa/ha/maj) | 2 | 2 | 0.0332 |
| buffers and inverters | 350 | 863 | 2.70 |
| flip-flops | 1390 | 1390 | 55.3 |
| multiplexers | 670 | 670 | 20.1 |
| other | 2 | 12 | 0.00998 |
| AND/OR/NAND/NOR | 586 | 586 | 4.46 |
[layout make-up]
cell class / instances / area [um2] / share of cell area (%)
Timing Repair Buffer: 570 / 5200 / 5.90
Inverter: 4 / 15.0 / 0.0170
Clock inverter: 114 / 1330 / 1.51
Multi-Input combinational cell: 2788 / 31800 / 36.0
Antenna cell: 9 / 22.5 / 0.0256
Tap cell: 3330 / 4170 / 4.73
Sequential cell: 1390 / 41600 / 47.2
Clock buffer: 175 / 4000 / 4.54
