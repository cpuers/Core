<file path="/design/flow/config.mk">
export PLATFORM = sky130hd
export DESIGN_NAME = BPU
export DESIGN_NICKNAME = BPU
export VERILOG_FILES = /design/flow/design.v
export SDC_FILE = /design/flow/constraint.sdc
export NUM_CORES = 4
export LEC_CHECK = 1
export CORE_UTILIZATION = 40
export SYNTH_HDL_FRONTEND = slang
</file>
<file path="/design/flow/constraint.sdc">
current_design BPU

set clk_period 82.3
set clk_io_pct 0.2

create_clock -name clk0 -period $clk_period [get_ports {clk}]

set non_clock_inputs [all_inputs -no_clocks]
set_input_delay [expr $clk_period * $clk_io_pct] -clock clk0 $non_clock_inputs
set_output_delay [expr $clk_period * $clk_io_pct] -clock clk0 [all_outputs]
</file>
<file path="/design/flow/design.v">
module BPU (
    input clk,
    input reset,
    input  [31:0] pc,
    output reg [31:0] next_pc,
    output reg [ 3:0] pc_is_jump,
    output reg [ 3:0] pc_valid,
    input install,
    input [70-1:0] bpu_es_bus1,
    input [70-1:0] bpu_es_bus2,
    output bpu_flush,
    output bpu_flush1,
    output [31:0] bpu_jump_pc,
    input ID_flush
);
  reg [31:0] num_need;
  reg [31:0] num_succ;
  wire in_excp1;
  wire is_etrn1;
  wire [31:0] es_pc1;
  wire need_jump1;
  wire pre_fail1;
  wire [31:0] right_target1;
  wire [1:0] jump_type1;
  wire in_excp2;
  wire is_etrn2;
  wire [31:0] es_pc2;
  wire need_jump2;
  wire pre_fail2;
  wire [31:0] right_target2;
  wire [1:0] jump_type2;
  wire flush1;
  wire flush2;
  wire flush;
  reg [64-1:0]      bpu_valid ;
  reg [2-1:0] pht [0:64-1];
  reg [44-1:0] btb [0:64-1];
  reg [30-1:0] ras [0:8-1];
  reg [8-1:0] ras_valid;
  reg [3-1:0] num_ras;
  wire pop;
  wire push;
  wire bpu_flush2;
  wire [6-1:0] ridx;
  wire [6-1:0] ridx1;  
  wire [6-1:0] ridx2;  
  wire [6-1:0] ridx3;  
  wire [6-1:0] ridx4;  
  wire [12-1:0] rtag;
  wire [3:0] group_valid;
  wire [6-1:0] widx1;  
  wire [12-1:0] wtag1;
  wire [6-1:0] widx2;  
  wire [12-1:0] wtag2;
  wire jump_valid1;
  wire jump_valid2;
  reg [30-1:0] jump_history [0:16-1];
  reg [4-1:0] qtop;
  reg [4-1:0] qtail;
  reg [16-1:0] qvalid;
  reg [4-1:0] ghr;
  assign {flush1, es_pc1, jump_valid1, need_jump1, pre_fail1, right_target1, jump_type1} = bpu_es_bus1;
  assign {flush2, es_pc2, jump_valid2, need_jump2, pre_fail2, right_target2, jump_type2} = bpu_es_bus2;
  assign flush = flush1 | flush2 | ID_flush;
  assign ridx = pc[7:2] & 6'h3c;   
  assign ridx1 = ridx;
  assign ridx2 = ridx + 6'b01;
  assign ridx3 = ridx + 6'b10;
  assign ridx4 = ridx + 6'b11;
  assign rtag = pc[19:8];  
  assign widx1 = es_pc1[7:2];
  assign wtag1 = es_pc1[19:8];
  assign widx2 = es_pc2[7:2];
  assign wtag2 = es_pc2[19:8];
  assign bpu_flush1 = jump_valid1 && need_jump1 && !pre_fail1 && bpu_valid[widx1] && qvalid[qtop] && |(right_target1[31:2]^jump_history[qtop]);   
  assign bpu_flush2 = jump_valid2 && need_jump2 && !pre_fail2 && bpu_valid[widx2] && qvalid[qtop] && |(right_target2[31:2]^jump_history[qtop]);   
  assign bpu_flush = bpu_flush1 | bpu_flush2;
  assign bpu_jump_pc = bpu_flush1||flush1 ? right_target1 : right_target2;
  assign group_valid = ~|(pc[3:2]^2'b00) ? 4'b1111 : ~|(pc[3:2]^2'b01) ? 4'b1110 : ~|(pc[3:2]^2'b10) ? 4'b1100 : 4'b1000;
  always @(*) begin
    if(group_valid[0] && bpu_valid[ridx1] && pht[ridx1] >=2'b10 && ~|(btb[ridx1][41:30]^rtag))
    begin
      next_pc = {btb[ridx1][29:0],2'b0};
      pc_valid = 4'b0001 & group_valid;
      pc_is_jump = 4'b0001;
    end
    else if(group_valid[1] && bpu_valid[ridx2] && pht[ridx2] >=2'b10 && ~|(btb[ridx2][41:30]^rtag)) 
    begin
      next_pc = {btb[ridx2][29:0],2'b0};
      pc_valid = 4'b0011 & group_valid;
      pc_is_jump = 4'b0010;
    end
    else if(group_valid[2] && bpu_valid[ridx3] && pht[ridx3] >=2'b10 && ~|(btb[ridx3][41:30]^rtag)) 
    begin
      next_pc = {btb[ridx3][29:0],2'b0};
      pc_valid = 4'b0111 & group_valid;
      pc_is_jump = 4'b0100;
    end
    else if(group_valid[3] && bpu_valid[ridx4] && pht[ridx4] >=2'b10 && ~|(btb[ridx4][41:30]^rtag)) 
    begin
      next_pc = {btb[ridx4][29:0],2'b0};
      pc_valid = 4'b1111 & group_valid;
      pc_is_jump = 4'b1000;
    end
    else 
    begin
      next_pc = (pc + 31'd16) & 32'hfffffff0;
      pc_valid = group_valid;
      pc_is_jump = 4'b0000;
    end
  end
  assign push = |pc_is_jump;
  assign pop = jump_valid1 && need_jump1 && !pre_fail1 && bpu_valid[widx1] && qvalid[qtop] && !bpu_flush1 || 
               jump_valid2 && need_jump2 && !pre_fail2 && bpu_valid[widx2] && qvalid[qtop] && !bpu_flush;
  integer i;
  always @(posedge clk) begin
    if(reset) 
    begin
      bpu_valid <= 64'b0;
      num_need <= 0;
      num_succ <= 0;
      qtop <= 0;
      qtail <= 0;
      qvalid <= 0;
    end
    else 
    begin
      if(!flush && !bpu_flush) 
      begin
        if(pop) begin
          qvalid[qtop] <= 1'b0;
          qtop <= qtop + 4'b1;
        end
        if(push && !install) begin
          jump_history[qtail] <= next_pc[31:2];
          qvalid[qtail] <= 1'b1;
          qtail <= qtail + 4'b1;
        end
      end
      else begin
        qvalid <= 0;
        qtop <= 0;
        qtail <= 0;
      end
      if(jump_valid1 && need_jump1 && (!bpu_valid[widx1] || (bpu_valid[widx1] && |(btb[widx1][41:30]^wtag1)))) 
      begin
        bpu_valid[widx1] <= 1'b1;
        pht[widx1] <= 2'b10;
        btb[widx1] <= {jump_type1, wtag1, right_target1[31:2]};
      end
      else if(jump_valid1 && bpu_valid[widx1]) 
      begin
        if(need_jump1) 
        begin
          pht[widx1] <= ~|(pht[widx1]^2'b11) ? 2'b11 : pht[widx1] + 2'b01;
          btb[widx1] <= {jump_type1, wtag1, right_target1[31:2]};
        end
        else if (!need_jump1)
        begin
          pht[widx1] <= ~|(pht[widx1]^2'b00) ? 2'b00 : pht[widx1] - 2'b01;
        end
      end
      else 
      begin
        pht[widx1] <= pht[widx1];
        btb[widx1] <= btb[widx1];
      end
      if(jump_valid2 && need_jump2 && (!bpu_valid[widx2] || (bpu_valid[widx2] && |(btb[widx2][41:30]^wtag2)))) 
      begin
        bpu_valid[widx2] <= 1'b1;
        pht[widx2] <= 2'b10;
        btb[widx2] <= {jump_type2, wtag2, right_target2[31:2]};
      end
      else if(jump_valid2 && bpu_valid[widx2]) 
      begin
        if(need_jump2) 
        begin
          pht[widx2] <= ~|(pht[widx2]^2'b11) ? 2'b11 : pht[widx2] + 2'b01;
          btb[widx2] <= {jump_type2, wtag2, right_target2[31:2]};
        end
        else if(!need_jump2)
        begin
          pht[widx2] <= ~|(pht[widx2]^2'b00) ? 2'b00 : pht[widx2] - 2'b01;
        end
      end
      else 
      begin
        pht[widx2] <= pht[widx2];
        btb[widx2] <= btb[widx2];
      end 
      if(jump_valid1 && jump_valid2) 
      begin
        num_need <= num_need + 32'b10;
      end
      else if(jump_valid2 || jump_valid2) 
      begin
        num_need <= num_need + 32'b1;
      end
      if(jump_valid1 && !flush && !bpu_flush && jump_valid2) 
      begin
        num_succ <= num_succ +32'b10;
      end
      else if((jump_valid2 || jump_valid2)&& !flush && !bpu_flush2) 
      begin
        num_succ <= num_succ +32'b1;
      end
    end
  end
endmodule
</file>
<file path="/design/flow/run.sh">
#!/bin/bash
# OpenROAD 26Q1-2900-gdf79404cd8, Yosys 0.63+post, stock flow scripts
make -C /OpenROAD-flow-scripts/flow DESIGN_CONFIG=/design/flow/config.mk WORK_HOME=/design/flow/orfs finish
</file>
==> notes.md <==
Implementation numbers.

- Yosys mapped a number of flops with a built-in enable equal to 3296.
- As reported, the later end of the worst-skew pair has a clock insertion delay of 1.14 ns.
- The synthesized instance count reads 16400.
- In this run the cell area of the synthesized design comes to 0.208 mm2.
- The script parses the final routing iteration and logs DRC violations as 0.
- The clock input transition at the sequential cells of the worst setup and hold paths reads 0.06 ns.
- The leakage component of the power was reported as 87.6 nW.
- The total negative setup slack reads 0 ns.
- The number of antenna violations at the first check in global routing was 195.
- The number of logged tool warnings is 73.
- For this run, the detailed router reports a per-instance via density of 7.84.
- Summing the sequential cell areas from Yosys gives 48.5% of the chip area.
- The final weighted congestion of routability-driven global placement is 1.11.
- The pre-placement core utilization reads 40.2%.
- The number of buffers inserted by port buffering is 213.
- The placement-stage cell area reads 0.222 mm2.
- The total overflow reported by the global router is 0.
- The data arrival time of the critical path reads 24.49 ns.
- The class of the tightest hold or removal check is reg -> reg.
- The number of top-level pins reads 250.
- The prevailing post-synth register cell reads sky130_fd_sc_hd__edfxtp_1.
- The launching element type of the critical path reads an input port.
- In this run, the number of DRC markers left after iteration 0 of detailed routing was 23500.
- The maximum count of clock buffers along a single path is 4.
- The number of nets with antenna violations after routing reads 0.
- Ranked by total cell area, the synthesized netlist is headed by sky130_fd_sc_hd__edfxtp_1 48%, sky130_fd_sc_hd__mux2i_1 13%, sky130_fd_sc_hd__mux4_2 12%, sky130_fd_sc_hd__a22oi_1 3.6%, sky130_fd_sc_hd__a221oi_1 2.4%.
- The number of global-route vias before repair came to 178000.
- The final setup slack of the worst path reads 41.35 ns.
- The final non-filler cell area is 0.236 mm2.
- The number of max-cap violations reads 0.
- The area share of the leading cell type in the synthesized netlist reads 47.7%.
- The yosys stat cell total is 16400.
- Post-CTS repair ended up resizing 0 cells.
- The pin slew with the least headroom to its limit is 1.48 ns.
- The region available for standard cell placement spans 0.517 mm2.
- The gate-level netlist out of Yosys references 96 unique cell types.
- For the final database, setup skew stands at 0.109 ns.
- The y dimension of the die reads 723 um.
- The root buffer cell chosen for the clock tree is sky130_fd_sc_hd__clkbuf_16.
- The total length of routed wires reads 1400000 um.
- The final-report max-slew violation count reads 0.
- The total power density per cell area reads 19.3 mW/mm2.
- The share of the clock period used by the worst path is 49.8%.
- The detailed router placed 186000 vias in this run.
- The fraction of final layout cells with drive strength greater than 1 is 22.1%.
- The area added between synthesis and finish is 13.4%.
- For this run, the top clock speed supported by timing is 0.0244 GHz.
- The post-layout utilization of the core is 45.6%.
- Dividing the synthesized area by the synthesized cell count gives 12.6 um2.
- The critical path start-end classification reads in -> out.
- For this run, the final setup violation count is recorded as 0.
- The total of warnings raised by yosys is 0.
- Counting endpoints that fail hold in the final report gives 0.
- The detailed-placement wirelength estimate reads 894000 um.
- Setup repair after global routing left no endpoint under its margin.
- The chip area from the yosys synthesis statistics is 0.208 mm2.
- Leaving out fill and tap cells, the most frequent cells in the layout are 3296 x sky130_fd_sc_hd__edfxtp_1, 2683 x sky130_fd_sc_hd__mux2i_1, 1162 x sky130_fd_sc_hd__nand2_1.
- The nature of the critical path endpoint is an output pin.
- The detail-routed net length per standard cell reads 58.8 um.
- The total number of clock tree sinks is 3388.
- The number of synthesized register bits reads 3388.
- The total number of H-tree levels reads 5.
- The die width is 723 um.
- The final critical-path required period reads 40.95 ns.
- The total track usage is 56.6%.
- Once the clock tree was built, the setup fixing pass inserted 0 buffers.
- The number of CTS-inserted buffers is 402.
- The largest net degree at the start of global routing reads 138.
- The initialized floorplan defines 264 standard-cell rows.
- The most numerous logic cell after layout is sky130_fd_sc_hd__edfxtp_1.
- The share of async-settable or async-resettable flops after synthesis is 0%.
- The pre-CTS setup check shows a worst slack of 42.13 ns.
- The global-route wire length before repair is 1790000 um.
- The maximum vdd drop is 0.0000220 V.
- The TritonCTS clock tree is built.
- The cell taking the most area after synthesis reads sky130_fd_sc_hd__edfxtp_1.
- The cts-stage hold buffer count reads 0.
- The max-slew check reports its worst relative slack as 1.14%.
- The total die size is 0.522 mm2.
- The largest driver fanout on the critical path is 35.
- The first-pass iteration count of the detailed router reads 32.
- The required time at the endpoint of the critical path reads 65.84 ns.
- The flow ran to the end, and the final reports show no timing, DRC or antenna violations.
## per-layer routing
layer  wire, um  GRT usage, %
met1     399000          56.5
met2     524000          66.8
met3     296000          52.2
met4     161000          48.1
met5      15100          27.8
## logic make-up after synthesis
family,after synthesis,share of synthesized area (%)
simple gates,2474,5.52
xor+xnor,154,0.649
mux,4141,26.9
fa+ha+maj,9,0.0542
other cells,1,0.00181
buf+inv,2100,4.32
compound gates,4153,14.0
flops,3388,48.5
## path summary, 6_finish.rpt
kind,cells past startpoint,from,slack [ns],end
worst min-delay path,2,qvalid[8],0.48,qvalid[8]
worst min register to register,2,qvalid[8],0.48,qvalid[8]
worst max register to register,14,bpu_valid[47],74.47,btb[59][28]
worst max-delay path,17,pc[6],41.35,next_pc[2]
## per-stage QoR
| stage | std cells | hold slack (ns) | total power [mW] |
|---|---|---|---|
| after floorplan | 16400 | 0.441 | 2.38 |
| after global placement | 22600 | 0.460 | 2.69 |
| after detailed placement | 22600 | 0.466 | 2.69 |
| after CTS | 23400 | 0.473 | 4.48 |
| after global routing | 23500 | 0.492 | 4.58 |
| final | 23700 | 0.476 | 4.54 |
## worst max-delay path, stage by stage
cell and delay (ns):
sky130_fd_sc_hd__buf_8 0.38, sky130_fd_sc_hd__buf_4 0.63, sky130_fd_sc_hd__buf_4 0.62, sky130_fd_sc_hd__buf_4 0.67, sky130_fd_sc_hd__mux4_2 0.35, sky130_fd_sc_hd__mux2i_1 0.07, sky130_fd_sc_hd__mux2i_1 0.77, sky130_fd_sc_hd__xnor2_1 0.23
sky130_fd_sc_hd__and3_1 0.26, sky130_fd_sc_hd__nand4_1 0.15, sky130_fd_sc_hd__buf_4 0.53, sky130_fd_sc_hd__and3_1 1.00, sky130_fd_sc_hd__nand2b_1 0.11, sky130_fd_sc_hd__inv_1 0.66, sky130_fd_sc_hd__a22o_1 0.27, sky130_fd_sc_hd__buf_4 0.42
sky130_fd_sc_hd__clkdlybuf4s50_1 0.62
## power by group
part | leakage, nW | switching, mW | internal [mW]
logic | 50.9 | 0.534 | 0.225
clock network | 6.29 | 0.821 | 1.01
registers | 30.5 | 0.0108 | 1.94
total | 87.6 | 1.37 | 3.17
## synthesized netlist by cell type, types with 92 or more instances
library cell               count
sky130_fd_sc_hd__dfxtp_1      92
sky130_fd_sc_hd__a22oi_1     983
sky130_fd_sc_hd__mux2i_1    2708
sky130_fd_sc_hd__a221oi_1    558
sky130_fd_sc_hd__a31oi_1     188
sky130_fd_sc_hd__o21ai_0     840
sky130_fd_sc_hd__a221o_1      98
sky130_fd_sc_hd__buf_2       585
sky130_fd_sc_hd__nand2b_1    126
sky130_fd_sc_hd__o22ai_1     183
sky130_fd_sc_hd__nand4_1     122
sky130_fd_sc_hd__nor4_1      125
sky130_fd_sc_hd__mux2_2      303
sky130_fd_sc_hd__a21oi_1     475
sky130_fd_sc_hd__o211ai_1     95
sky130_fd_sc_hd__nand3_1     156
sky130_fd_sc_hd__clkbuf_1   1096
sky130_fd_sc_hd__buf_1       308
sky130_fd_sc_hd__a211oi_1     93
sky130_fd_sc_hd__a22o_1      254
sky130_fd_sc_hd__edfxtp_1   3296
sky130_fd_sc_hd__nor2_1      378
sky130_fd_sc_hd__nand2_1    1225
sky130_fd_sc_hd__mux4_2     1127
## area by class of cell
type,instances,area [um2]
diodes,351,878
clock buffers,476,10400
clock inverters,258,2490
fillers,45900,281000
inverters,33,154
multi-input cells,10900,101000
flip-flops and latches,3388,101000
well taps,6916,8650
repair buffers,1377,11300
## registers in the layout, indices dropped and copies added (netlist names), named ones only
| register | cells |
|---|---|
| bpu_valid | 64 |
| pht | 128 |
| qvalid | 16 |
| jump_history | 480 |
| qtop | 4 |
| btb | 2688 |
| qtail | 4 |
Power is estimated from default activity; no workload was simulated.
